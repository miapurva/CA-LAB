$ cat config.mk
export PLATFORM = sky130hd
export DESIGN_NAME = CSA63bit
export DESIGN_NICKNAME = CSA63bit
export VERILOG_FILES = /design/flow/design.v
export SDC_FILE = /design/flow/constraint.sdc
export NUM_CORES = 4
export LEC_CHECK = 1
export CORE_AREA = 10 10 137 137
export DIE_AREA = 0 0 147 147
$ cat constraint.sdc
current_design CSA63bit

set clk_period 1.0
set clk_io_pct 0.2

create_clock -name clk0 -period $clk_period

set non_clock_inputs [all_inputs -no_clocks]
set_input_delay [expr $clk_period * $clk_io_pct] -clock clk0 $non_clock_inputs
set_output_delay [expr $clk_period * $clk_io_pct] -clock clk0 [all_outputs]
$ cat design.v
module fullAdder(a,b,cin,sum,cout);
	input a, b, cin;
	output cout, sum;
	assign sum = a^b^cin;
	assign cout= (a&b) | (b&cin) | (cin&a);
endmodule  
module CSA63bit(A,B,C,SUM,CARRY);
	input[62:0] A,B,C;
	output[62:0] SUM,CARRY;
	assign CARRY[0]=0;
	fullAdder FA0(A[0],B[0],C[0],SUM[0],CARRY[1]);
	fullAdder FA1(A[1],B[1],C[1],SUM[1],CARRY[2]);
	fullAdder FA2(A[2],B[2],C[2],SUM[2],CARRY[3]);
	fullAdder FA3(A[3],B[3],C[3],SUM[3],CARRY[4]);
	fullAdder FA4(A[4],B[4],C[4],SUM[4],CARRY[5]);
	fullAdder FA5(A[5],B[5],C[5],SUM[5],CARRY[6]);
	fullAdder FA6(A[6],B[6],C[6],SUM[6],CARRY[7]);
	fullAdder FA7(A[7],B[7],C[7],SUM[7],CARRY[8]);
	fullAdder FA8(A[8],B[8],C[8],SUM[8],CARRY[9]);
	fullAdder FA9(A[9],B[9],C[9],SUM[9],CARRY[10]);
	fullAdder FA10(A[10],B[10],C[10],SUM[10],CARRY[11]);
	fullAdder FA11(A[11],B[11],C[11],SUM[11],CARRY[12]);
	fullAdder FA12(A[12],B[12],C[12],SUM[12],CARRY[13]);
	fullAdder FA13(A[13],B[13],C[13],SUM[13],CARRY[14]);
	fullAdder FA14(A[14],B[14],C[14],SUM[14],CARRY[15]);
	fullAdder FA15(A[15],B[15],C[15],SUM[15],CARRY[16]);
	fullAdder FA16(A[16],B[16],C[16],SUM[16],CARRY[17]);
	fullAdder FA17(A[17],B[17],C[17],SUM[17],CARRY[18]);
	fullAdder FA18(A[18],B[18],C[18],SUM[18],CARRY[19]);
	fullAdder FA19(A[19],B[19],C[19],SUM[19],CARRY[20]);
	fullAdder FA20(A[20],B[20],C[20],SUM[20],CARRY[21]);
	fullAdder FA21(A[21],B[21],C[21],SUM[21],CARRY[22]);
	fullAdder FA22(A[22],B[22],C[22],SUM[22],CARRY[23]);
	fullAdder FA23(A[23],B[23],C[23],SUM[23],CARRY[24]);
	fullAdder FA24(A[24],B[24],C[24],SUM[24],CARRY[25]);
	fullAdder FA25(A[25],B[25],C[25],SUM[25],CARRY[26]);
	fullAdder FA26(A[26],B[26],C[26],SUM[26],CARRY[27]);
	fullAdder FA27(A[27],B[27],C[27],SUM[27],CARRY[28]);
	fullAdder FA28(A[28],B[28],C[28],SUM[28],CARRY[29]);
	fullAdder FA29(A[29],B[29],C[29],SUM[29],CARRY[30]);
	fullAdder FA30(A[30],B[30],C[30],SUM[30],CARRY[31]);
	fullAdder FA31(A[31],B[31],C[31],SUM[31],CARRY[32]);
	fullAdder FA32(A[32],B[32],C[32],SUM[32],CARRY[33]);
	fullAdder FA33(A[33],B[33],C[33],SUM[33],CARRY[34]);
	fullAdder FA34(A[34],B[34],C[34],SUM[34],CARRY[35]);
	fullAdder FA35(A[35],B[35],C[35],SUM[35],CARRY[36]);
	fullAdder FA36(A[36],B[36],C[36],SUM[36],CARRY[37]);
	fullAdder FA37(A[37],B[37],C[37],SUM[37],CARRY[38]);
	fullAdder FA38(A[38],B[38],C[38],SUM[38],CARRY[39]);
	fullAdder FA39(A[39],B[39],C[39],SUM[39],CARRY[40]);
	fullAdder FA40(A[40],B[40],C[40],SUM[40],CARRY[41]);
	fullAdder FA41(A[41],B[41],C[41],SUM[41],CARRY[42]);
	fullAdder FA42(A[42],B[42],C[42],SUM[42],CARRY[43]);
	fullAdder FA43(A[43],B[43],C[43],SUM[43],CARRY[44]);
	fullAdder FA44(A[44],B[44],C[44],SUM[44],CARRY[45]);
	fullAdder FA45(A[45],B[45],C[45],SUM[45],CARRY[46]);
	fullAdder FA46(A[46],B[46],C[46],SUM[46],CARRY[47]);
	fullAdder FA47(A[47],B[47],C[47],SUM[47],CARRY[48]);
	fullAdder FA48(A[48],B[48],C[48],SUM[48],CARRY[49]);
	fullAdder FA49(A[49],B[49],C[49],SUM[49],CARRY[50]);
	fullAdder FA50(A[50],B[50],C[50],SUM[50],CARRY[51]);
	fullAdder FA51(A[51],B[51],C[51],SUM[51],CARRY[52]);
	fullAdder FA52(A[52],B[52],C[52],SUM[52],CARRY[53]);
	fullAdder FA53(A[53],B[53],C[53],SUM[53],CARRY[54]);
	fullAdder FA54(A[54],B[54],C[54],SUM[54],CARRY[55]);
	fullAdder FA55(A[55],B[55],C[55],SUM[55],CARRY[56]);
	fullAdder FA56(A[56],B[56],C[56],SUM[56],CARRY[57]);
	fullAdder FA57(A[57],B[57],C[57],SUM[57],CARRY[58]);
	fullAdder FA58(A[58],B[58],C[58],SUM[58],CARRY[59]);
	fullAdder FA59(A[59],B[59],C[59],SUM[59],CARRY[60]);
	fullAdder FA60(A[60],B[60],C[60],SUM[60],CARRY[61]);
	fullAdder FA61(A[61],B[61],C[61],SUM[61],CARRY[62]);
	wire temp;
	fullAdder FA62(A[62],B[62],C[62],SUM[62],temp);
endmodule  
$ cat run.sh
#!/bin/bash
# OpenROAD 26Q1-2900-gdf79404cd8, Yosys 0.63+post, stock flow scripts
make -C /OpenROAD-flow-scripts/flow DESIGN_CONFIG=/design/flow/config.mk WORK_HOME=/design/flow/orfs finish
==> ci_impl_report.md <==
## Synthesis and layout report

| Metric | Value |
|---|---|
| Crit path kind | primary input to output port |
| Syn-to-layout area delta | 78.93% |
| Vias per cell | about 3.1 |
| Worst Path Required | 0.80 ns |
| Crit-path max FO | 1 |
| Mean Syn Cell Area | 11.66 µm² |
| Fill cell count | 1707 |
| Die x size | roughly 150 µm |
| CTS hold repair buffers | 0 |
| CLK BUF | 0 |
| Core region area | between 15000 and 20000 µm² |
| Max layer used | met4 |
| Share of layout cells above drive strength 1 | 99.47% |
| HPWL after DPL | 9717 µm |
| Syn. warnings | 0 |
| Placed cell area | 4682 µm² |
| Die area | between 20000 and 25000 µm² |
| Stage-log warning count | 35 |
| Setup WS post-layout | -0.1630 ns |
| Worst min-delay path category | primary input to output port |
| Yosys cell count | approximately 190 |
| Max-area cell share | 56.05% |
| Max-slew violations | 0 |
| Count of final hold-check violations | 0 |
| Boundary Pins | between 300 and 400 |
| Violation tally from detailed-route iteration zero | 12 |
| Initial antenna violation count | 0 |
| Netlist cell types | 4 |
| Fmax | roughly 860 MHz |
| Final ANT Viol Nets | 0 |
| First-pass detailed-route iteration total | 3 |
| MaxCap Viol Count | 0 |
| Total track usage | 8.743% |
| DRT met1 WL | approximately 3500 µm |
| Routed wl met2 | 5516 µm |
| Post-Layout Inst Area | between 3000 and 4000 µm² |
| P_leak | 1.891 nW |
| Post-synth area from yosys stat | between 2000 and 2500 µm² |
| Largest net degree at the start of global routing | 2 |
| Setup Buffers After CTS | 0 |
| Failing checks | negative setup slack |
| # diodes | 0 |
| Critical path endpoint category | output port |
| Final min period | 1.163 ns |
| DR WL met3 | 981 µm |
| Gpl congestion | 0.8602 |
| Site Rows | 46 |
| Die height | 147 µm |
| Avg WL per Cell | 16.84 µm |
| Status | complete, but fails checks |
| First-pass GRT wire length | 14390 µm |
| GRT overflow | 0 |
| IO buf count | 314 |
| Crit start category | primary input |
| Cell accounting for the most synthesized area | fa_1 |
| Top cells, area | fa_1 56%, buf_4 43%, xor3_1 1.1% |
| FF/Latch Area | 0 µm² |
| Initial Util | between 10 and 15% |
| Final setup viols | approximately 65 |
| Final Power | 1.665 mW |
| Util after Layout | roughly 25% |
| Post-Synthesis Cells | 190 |
| Flops | 0 |
| Number of global-route vias before repair | 2308 |
| Power per cell area | 420.2 nW/µm² |
| Via count | 1839 |
| # DRC | 0 |
| RSZ-0062 raised after global routing | true |
| Tcrit/Tclk final | 116.3% |
| Critical path arrival | 0.96 ns |
| WL final | about 10000 µm |
| Post-Syn Area | 2215 µm² |
| Peak VDD IR | 0.0001045 V |
| Seq/Total Area, Yosys | 0% |
==> per-stage QoR <==
stage | TNS, ns | hold WS, ns | setup WS, ns | cells
floorplan | -0.03067 | 0.6016 | -0.0004946 | 190
global placement | -97.39 | 1.461 | -0.9109 | 594
detailed placement | -97.67 | 1.477 | -0.9247 | 594
CTS | -8.694 | 0.7146 | -0.1754 | 594
global route | -9.688 | 0.7215 | -0.1973 | 594
finish | -8.233 | 0.7090 | -0.1630 | 594
==> layer usage <==
metal,vias up,track usage [%]
met5,-,0
met1,879,9.935
met3,2,3.337
met2,139,16.08
met4,0,0.1982
li1,819,-
==> layout by cell type (no fill, tap or decap) <==
master and n:
conb_1 1, fa_2 62, buf_2 202, buf_6 111, xor3_1 1, buf_4 1
==> worst max-delay path: stages <==
cell	delay, ns
buf_6	0.09
fa_2	0.57
buf_2	0.10
==> where the power goes <==
group	internal [mW]	leakage (nW)	switching, mW
Clock	0	0	0
Sequential	0	0	0
Combinational	1.12	1.89	0.548
==> area by class of cell <==
| cell class | instances | area [µm²] | area share [%] |
|---|---|---|---|
| Tap cell | 216 | 270.3 | 6.820 |
| Timing Repair Buffer | 314 | 2268 | 57.25 |
| Multi-Input combinational cell | 64 | 1424 | 35.93 |
==> cells in the mapped netlist <==
| cell | instances |
|---|---|
| conb_1 | 1 |
| fa_1 | 62 |
| xor3_1 | 1 |
| buf_4 | 126 |
==> kinds of logic after synthesis <==
family | count (synthesis) | synth area share (%)
XOR/XNOR | 1 | 1.073
adder cells (fa/ha/maj) | 62 | 56.05
buffers and inverters | 126 | 42.71
other | 1 | 0.1693
==> worst paths after layout <==
kind	cells past startpoint	slack (ns)	to	from
worst max-delay path	3	-0.16	SUM[0]	B[0]
worst min-delay path	3	0.71	CARRY[59]	C[58]
==> what timing repair did <==
| action | 4_1_cts | 5_1_grt |
|---|---|---|
| setup endpoints to repair | 125 | 82 |
| pin swaps | 63 | 35 |
| endpoints found under the hold margin | 0 | 0 |
| resized | 1272 | 40 |
Power and IR drop assume default switching activity.
